==> flow/design.v <==
 module textBitMap (
					input	logic	clk, 
					input	logic	resetN, 
					input logic	[10:0] offsetX, 
					input logic	[10:0] offsetY, 
					input	logic	InsideRectangle,  
					output	logic	drawingRequest,  
					output	logic	[7:0] RGBout,   
					output	logic	[3:0] HitEdgeCode  
 ) ; 
localparam logic [7:0] COLOR_ENCODING = 8'hFF ; 
localparam logic [7:0] TRANSPARENT_ENCODING = 8'h00 ; 
logic[0:31][0:255] object_colors = {
	256'b1111111111111111111111111111111111111111111111111111111111111111111111111111111111111111111111111111111111111111111111111111111111111111111111111111111111111111111111111111111111111111111111111100000000000000000000000000000000000000000000000000000000000000,
	256'b1000000000000000000000000000000000000000000000000000000000000000000000000000000000000000000000000000000000000000000000000000000000000000000000000000000000000000000000000000000000000000000000000000000000000000000000000000000000000000000000000000000000000000,
	256'b1000000000000000000000000000000000000000000000000000000000000000000000000000000000000000000000000000000000000000000000000000000000000000000000000000000000000000000000000000000000000000000000000000000000000000000000000000000000000000000000000000000000000000,
	256'b1000000000000000000000000000000000000000000000000000000000000000000000000000000000000000000000000000000000000000000000000000000000000000000000000000000000000000000000000000000000000000000000000000000000000000000000000000000000000000000000000000000000000000,
	256'b1000000000000000000000000000000000000000000000000000000000000000000000000000000000000000000000000000000000000000000000000000000000000000000000000000000000000000000000000000000000000000000000000000000000000000000000000000000000000000000000000000000000000000,
	256'b1000000000000000000000000000000000000000000000000000000000000000000000000000000000000000000000000000000000000000000000000000000000000000000000000000000000000000000000000000000000000000000000000000000000000000000000000000000000000000000000000000000000000000,
	256'b1000000000000000000000000000000000000000000000000000000000000000000000000000000000000000000000000000000000000000000000000000000000000000000000000000000000000000000000000000000000000000000000000000000000000000000000000000000000000000000000000000000000000000,
	256'b1000000000000000000000000000000000000000000000000000000000000000000000000000000000000000000000000000000000000000000000000000000000000000000000000000000000000000000000000000000000000000000000000000000000000000000000000000000000000000000000000000000000000000,
	256'b1000000000000000000000000000000000000000000000000000000000000000000000000000000000000000000000000000000000000000000000000000000000000000000000000000000000000000000000000000000000000000000000000000000000000000000000000000000000000000000000000000000000000000,
	256'b1000000000000000000000000000000000000000000000000000000000000000000000000000000000000000000000000000000000000000000000000000000000000000000000000000000000000000000000000000000000000000000000000000000000000000000000011110000000000000000000000000000000000000,
	256'b1000000000000000000000001111101000010000000010000000000000000000000000000000000000000000000000000000000000000000000000000000000011100000001000010000000000000000000000000000000000000000000000000000000001111111110000011111000000000000000000000000000000000000,
	256'b1000000000000000000000000010001000000000000000000000000000001000000000000000010000000000000000000000000000000000010000100000000010010000001100010000000000000000000000000000000000000000000000000000000001111111111000001110000000000000000000000000000000000000,
	256'b1000000000000000000000000010001011010101000010101000010100001001010001000000010101000001010101001010000101010010010000101101000011100000001100110100101101000000000000000000000000000000000000000000000001111001111000000000000000000000000000000000000000000000,
	256'b1000000000000000000000000010001001010110000010110000000100001011111010000000010100100010000100100001010101111010010000101001000010010000001010010000101001000000000010000000000000000000000000000000000001111000111000000000000000000000000000000000000000000000,
	256'b1000000000000000000000000010001001011001000011001000000000001000000011000000010100100010010100100001011001001010010000101001000010011000001011010100101001000010011010010100101000000010011000000000000001111001111000011110000011111111111000000000000000000000,
	256'b1000000000000000000000000010001001010010000010010000011010000100100100101000010011000000100011000001001000110010011000010110000011100000101001010010101010000010010110010100101000001010010000000000000001111111110000011110000111111111111000000000000000000000,
	256'b1000000000000000000000000000000000000000000000000000000000000000000000000000000000000000000000000000000000000000000000000000000000000000000000000000001000000000000000000000000000000000000000000000000001111111111100011110001111100011111000000000000000000000,
	256'b1000000000000000000000000000000000000000000000000000000000000000000000000000000000000000000000000000000000000000000000000000000000000000000000000000000000000000000000000000000000000000000000000000000001111000111110011110001111000001111000000000000000000000,
	256'b1000000000000000000000000000000000000000000000000000000000000000000000000000000000000000000000000000000000000000000000000000000000000000000000000000000000000000000000000000000000000000000000000000000001111000011110011110001111000001111000000000000000000000,
	256'b1000000000000000000000000000000000000000000000000000000000000000000000000000000000000000000000000000000000000000000000000000000000000000000000000000000000000000000000000000000000000000000000000000000001111000011110011110001111000011111000000000000000000000,
	256'b1000000000000000000000000000000000000000000000000000000000000000000000000000000000000000000000000000000000000000000000000000000000000000000000000000000000000000000000000000000000000000000000000000000001111111111110011110001111111111111000000000000000000000,
	256'b1000000000000000000000000000000000000000000000000000000000000000000000000000000000000000000000000000000000000000000000000000000000000000000000000000000000000000000000000000000000000000000000000000000001111111111100011110000111111111111000000000000000000000,
	256'b1000000000000000000000000000000000000000000000000000000000000000000000000000000000000000000000000000000000000000000000000000000000000000000000000000000000000000000000000000000000000000000000000000000001111111110000011110000011111011111000000000000000000000,
	256'b1000000000000000000000000000000000100000000000000000000000000000000000000000000000000000000000000000000000000000000000000000000000000000000000000000000000000000000000000000000000000000000000000000000000000000000000000000000000000011110000000000000000000000,
	256'b1000000000000000000000000011111011100011001100110000000000000100000100000000000001000101100110001000010010000100000000000000000000000000000000000000000000000000000000000000000000000000000000000000000000000000000000000000001111100111110000000000000000000000,
	256'b1000000000000000000000000000111000100000100011111000000000000000000001000000010010000001111111000000000010001110000000000000000000000000000000000000000000000000000000000000000000000000000000000000000000000000000000000000001111111111110000000000000000000000,
	256'b1000000000000000000000000000101000100000100010000000000000000001000000000000000000000000000000000000000010001000000000000000000000000000000000000000000000000000000000000000000000000000000000000000000000000000000000000000000011111111000000000000000000000000,
	256'b1000000000000000000000000000000000000000000000000000000000000000000000000000000000000000000000000000000000000000000000000000000000000000000000000000000000000000000000000000000000000000000000000000000000000000000000000000000000000000000000000000000000000000,
	256'b1000000000000000000000000000000000000000000000000000000000000000000000000000000000000000000000000000000000000000000000000000000000000000000000000000000000000000000000000000000000000000000000000000000000000000000000000000000000000000000000000000000000000000,
	256'b1000000000000000000000000000000000000000000000000000000000000000000000000000000000000000000000000000000000000000000000000000000000000000000000000000000000000000000000000000000000000000000000000000000000000000000000000000000000000000000000000000000000000000,
	256'b1000000000000000000000000000000000000000000000000000000000000000000000000000000000000000000000000000000000000000000000000000000000000000000000000000000000000000000000000000000000000000000000000000000000000000000000000000000000000000000000000000000000000000,
	256'b1000000000000000000000000000000000000000000000000000000000000000000000000000000000000000000000000000000000000000000000000000000000000000000000000000000000000000000000000000000000000000000000000000000000000000000000000000000000000000000000000000000000000000};
 logic [0:3] [0:3] [3:0] hit_colors = 
		   {16'hC446,     
			16'h8C62,    
			16'h8932, 
			16'h9113}; 
always_ff@(posedge clk or negedge resetN) 
begin 
	if(!resetN) begin 
		RGBout <=	8'h00; 
		HitEdgeCode <= 4'h0; 
	end 
	else begin 
		RGBout <= TRANSPARENT_ENCODING ;  
		HitEdgeCode <= 4'h0; 
		if (InsideRectangle == 1'b1 ) 
		begin  
			HitEdgeCode <= hit_colors[offsetY >> 3][offsetX >> 6 ];  
			RGBout <= (object_colors[offsetY][offsetX] ==  1 ) ? COLOR_ENCODING  : TRANSPARENT_ENCODING; 
		end  	 
	end 
end 
assign drawingRequest = (RGBout != TRANSPARENT_ENCODING ) ? 1'b1 : 1'b0 ;  
endmodule 
==> flow/run.sh <==
#!/bin/bash
# OpenROAD 26Q1-2900-gdf79404cd8, Yosys 0.63+post, stock flow scripts
make -C /OpenROAD-flow-scripts/flow DESIGN_CONFIG=/design/flow/config.mk WORK_HOME=/design/flow/orfs finish
==> flow/config.mk <==
export PLATFORM = sky130hd
export DESIGN_NAME = textBitMap
export DESIGN_NICKNAME = textBitMap
export VERILOG_FILES = /design/flow/design.v
export SDC_FILE = /design/flow/constraint.sdc
export NUM_CORES = 4
export LEC_CHECK = 1
export CORE_UTILIZATION = 40
==> flow/constraint.sdc <==
current_design textBitMap

set clk_period 1.0
set clk_io_pct 0.2

create_clock -name clk0 -period $clk_period [get_ports {clk}]

set non_clock_inputs [all_inputs -no_clocks]
set_input_delay [expr $clk_period * $clk_io_pct] -clock clk0 $non_clock_inputs
set_output_delay [expr $clk_period * $clk_io_pct] -clock clk0 [all_outputs]
==> notes.md <==
Notes on the flow outputs.

- The run finished, with violations left.
- The final reports fail on setup timing.
- Before placement the cells fill 41.4% of the core.
- Adding up every negative setup slack in the final design gives -8.75 ns.
- The total clock sinks is 5.
- The switching power as a share of total power is 46.2%.
- The total routed wirelength reads 16600 µm.
- Yosys reports that the most numerous cell types are sky130_fd_sc_hd__a21oi_1 (43), sky130_fd_sc_hd__nand2_1 (42), sky130_fd_sc_hd__nor2_1 (41).
- The total of flip-flops plus latches after synthesis is 5.
- Post-synth the commonest register cell is sky130_fd_sc_hd__dfrtp_1.
- The clock tree from TritonCTS is built.
- The fraction of final layout cells sized beyond drive strength 1 is 39.2%.
- The total internal power is 0.00221 W.
- The maximum fanout along the worst path reads 6.
- Per the detail_route report, the via count comes to 5027.
- Between the synthesized netlist and the finished layout, the area growth was recorded as 66.5%.
- The routability-driven placement congestion ratio is 1.12.
- For this run the detailed placement stage logged an HPWL of 12500 µm.
- The mean area per synthesized cell reads 6.26 µm².
- Of the available clock period, the critical path in the final layout requires 280%.
- The maximum clock rate reads 357 MHz.
- The first global-routing pass estimated 26100 µm of wire.
- The worst endpoint required time is 1.10 ns.
- The number of H-tree levels reads 1.
- The number of placement rows is 32.
- The summed instance area of the synthesized netlist reads 3210 µm².
- The setup slack after layout reads -1.80 ns.
- Counting I/O delays and the setup requirement, the final critical path takes 2.80 ns.
- Per the detail_route report, inserted antenna diodes total 0.
- The floorplan core area is 7770 µm².
- The count of buffers from port buffering is 33.
- After synthesis, the cell types taking the most area are sky130_fd_sc_hd__a21oi_1 (6.7%), sky130_fd_sc_hd__o21ai_0 (5.9%), sky130_fd_sc_hd__nand2_1 (4.9%), sky130_fd_sc_hd__nor2_1 (4.8%), sky130_fd_sc_hd__clkbuf_1 (4.0%).
- The clock network fraction of design power is 9.0%.
- The number of CTS-inserted buffers is 3.
- Setup repair after global routing could not meet its margin everywhere.
- Summed over all layers, the global routing overflow is 0.
- The worst IR drop on VDD reads 0.581 mV.
- Summing over the stages, the warning tally comes to 32.
- The number of synthesis warnings reads 1.
- The wire length per cell after detailed routing is 21.1 µm.
- Per the OpenROAD power report, switching power amounts to 0.00190 W.
- In this run the deepest clock path goes through 2 buffers.
- Max-slew check failures listed in the final report amount to 0.
- The number of antenna violations at the first check in global routing is 0.
- The critical path in this run is classified as in2reg.
- The count of hold-fix buffers inserted at cts is 0.
- Post-synthesis, Yosys gives the total cell area as 3210 µm².
- The transition time at the pin with the least slew margin is 0.602 ns.
- The number of fillers in the final layout is 633.
- The script logs the ratio of routed vias to standard cells as 6.36.
- The path class of the tightest hold or removal check is in2async.
- The die height reads 91.6 µm.
- Leaving out buffers and inverters, the combinational logic in the layout accounts for 3030 µm².
- The worst setup path is launched from an input pin.
- The die extent in x reads 91.6 µm.
- The leakage component of the power is 2.26 nW.
- The total global-route track usage reads 40.5%.
- The total power divided by cell area is 767 nW/µm².
- The top cell type's share of synthesized area is 6.70%.
- The total I/O pin count is 38.
- In this run, the combinational gates consume 85.3% of the power.
- The die area reads 8400 µm².
- The final timing report lists a hold violation count of 0.
- The relative slew slack reads 59.4%.
- The final report lists the setup-violating endpoint count as 14.
- The detailed router's first-iteration violation count reads 519.
- The largest net degree at the start of global routing reads 24.
- The via count of the first global-routing pass reads 4849.
- The flip-flop and latch area is 125 µm².
- The cell with the most instances after synthesis is sky130_fd_sc_hd__a21oi_1.
- The post-route worst hold slack reads 0.216 ns.
- The number of maximum-capacitance violations reads 0.
- The arrival time reported for the critical path endpoint reads 2.90 ns.
- Yosys mapped the design onto 72 distinct sky130hd cell types.
- The fraction of registers with async set/reset is 100%.
- In this run, synthesis inferred 0 flip-flops with an integrated enable.
- The remaining antenna violation count is 0.
- The instance tally after logic synthesis is 513.
- The clock tree root driver cell is sky130_fd_sc_hd__clkbuf_8.
- The registers of the reported paths see a clock transition of 0.04 ns.
- The sequential cell area fraction in the yosys report is 3.89%.
- The share of total power in sequential cells is 5.7%.
- The total cells reported by yosys after synthesis reads 513.
- The number of DRC violations after detailed routing is 0.
- The cell accounting for the most synthesized area reads sky130_fd_sc_hd__a21oi_1.
- The kind of end point of the critical path is a register.
- The first-pass iteration count of the detailed router reads 7.
==> power groups by stage <==
stage | registers, W | clock network, W | logic [W]
finish | 0.000235 | 0.000368 | 0.00350
global route | 0.000238 | 0.000394 | 0.00371
CTS | 0.000235 | 0.000378 | 0.00321
==> cell usage in the layout, fill, tap and decap left out, types with 12 or more instances in the layout <==
cell / count
sky130_fd_sc_hd__buf_4: 190
sky130_fd_sc_hd__a21oi_1: 41
sky130_fd_sc_hd__nand2_1: 41
sky130_fd_sc_hd__nor2_1: 39
sky130_fd_sc_hd__o21ai_0: 34
sky130_fd_sc_hd__nor3_1: 21
sky130_fd_sc_hd__clkdlybuf4s50_1: 18
sky130_fd_sc_hd__o22ai_1: 17
sky130_fd_sc_hd__nand2b_1: 16
sky130_fd_sc_hd__nor2b_1: 14
sky130_fd_sc_hd__nand3_1: 13
sky130_fd_sc_hd__inv_1: 12
==> worst max-delay path by stage <==
stage / start / end / slack, ns / depth (start not counted)
CTS: offsetX[8] / RGBout[6] / -1.79 / 13
global route: offsetX[9] / RGBout[6] / -1.90 / 12
finish: offsetX[9] / RGBout[6] / -1.80 / 12
==> logic make-up (layout without fill, tap and decap cells) <==
| kind of cell | Yosys count | after routing | synth area share, % |
|---|---|---|---|
| AND-OR/OR-AND | 201 | 201 | 43.1 |
| XOR/XNOR | 19 | 19 | 5.41 |
| adder cells (fa/ha/maj) | 12 | 12 | 5.14 |
| buffers and inverters | 85 | 258 | 12.3 |
| flip-flops | 5 | 5 | 3.89 |
| multiplexers | 2 | 2 | 0.623 |
| AND/OR/NAND/NOR | 189 | 191 | 29.4 |
==> area by class of cell <==
cell class	count	share of cell area, %
clock buffer	4	0.842
inverter	20	1.78
multi-input combinational	425	56.7
sequential	5	2.34
tap	102	2.39
timing repair buffer	234	36.0
==> what timing repair did <==
action                     4_1_cts  5_1_grt
setup endpoints to repair       18       16
cloned                           2        0
pin swaps                       31       25
resized                         57       32
setup buffers                   11        6
==> stage by stage <==
step	utilization, %	std cells	cell area (µm²)	setup slack (ns)	total power (W)
floorplan	-	513	3300	-1.76	0.00182
global placement	62.7	770	4870	-2.51	0.00314
detailed placement	62.7	770	4870	-2.54	0.00315
CTS	66.8	786	5190	-1.79	0.00382
global route	68.9	790	5350	-1.90	0.00434
finish	68.9	790	5350	-1.80	0.00411
==> critical path, stage by stage <==
cell	delay, ns
sky130_fd_sc_hd__buf_8	0.11
sky130_fd_sc_hd__or3_4	0.44
sky130_fd_sc_hd__ha_4	0.27
sky130_fd_sc_hd__a21oi_4	0.16
sky130_fd_sc_hd__nand2_2	0.08
sky130_fd_sc_hd__or3_4	0.41
sky130_fd_sc_hd__and2_4	0.21
sky130_fd_sc_hd__o2111a_2	0.15
sky130_fd_sc_hd__o41ai_4	0.37
sky130_fd_sc_hd__o311ai_2	0.16
sky130_fd_sc_hd__a221oi_2	0.29
sky130_fd_sc_hd__a211oi_2	0.05
==> registers in the layout (all words and copies together), names as in the netlist <==
| signal | flops |
|---|---|
| RGBout | 1 |
| HitEdgeCode | 4 |
==> routing by layer <==
layer / global-route usage [%] / part of all wire [%]
met1: 59.6 / 42
met2: 56.0 / 40
met3: 10.7 / 13
met4: 15.9 / 5.3
met5: 0 / 0
Power is estimated from default activity; no workload was simulated.
